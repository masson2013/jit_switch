==> ./design.v <==
`timescale 1ns / 1ps
module jit_token(
  input  wire  [31 : 0]  cmd      ,
  output wire            done     ,
  input  wire            ap_done  ,
  input  wire            ap_idle  ,
  input  wire            ap_ready ,
  output wire            ap_start ,
  output wire  [15 : 0]  arg1_V   ,
  output wire  [15 : 0]  arg2_V   ,
  output wire  [15 : 0]  arg3_V   ,
  input  wire            ap_clk   ,
  input  wire            ap_rst_n
);
  parameter [5:0] FETCH = 0,  
                  ARG1  = 1,  
                  ARG2  = 2,  
                  ARG3  = 3,  
                  START = 4,  
                  IDLE  = 5;  
  reg       [5:0] state, next;
  reg  [31 : 0]   rcmd   ;
  reg  [15 : 0]   rarg1_V;
  reg  [15 : 0]   rarg2_V;
  reg  [15 : 0]   rarg3_V;
  assign done     = ap_done ;
  assign ap_start = ((state[START] == 1'b1) || (state[IDLE] == 1'b1));
  assign arg1_V   = rarg1_V;
  assign arg2_V   = rarg2_V;
  assign arg3_V   = rarg3_V;
  always @(posedge ap_clk) begin
    if (!ap_rst_n) begin
      state        <= 5'b0;
      state[FETCH] <= 1'b1;
      rcmd         <= 32'd0;
      rarg1_V      <= 16'd0;
      rarg2_V      <= 16'd0;
      rarg3_V      <= 16'd0;
    end
    else state     <= next;
  end
  always @(*) begin
    next = 5'b0;
    case (1'b1)
      state[FETCH] : begin
        if (!cmd)  next[FETCH] = 1'b1;
        else begin
          case (cmd[31:28])
            4'hA : begin  
              if (ap_idle) begin
                next[START]    = 1'b1;
              end
              else begin
                next[IDLE]     = 1'b1;
              end
            end
            4'hB : begin  
            end
            4'hC : begin  
              rcmd             = cmd ;
              next[cmd[23:20]] = 1'b1;
            end
          endcase
        end
      end
      state[START] : begin
        if (!ap_done) next[START] = 1'b1;
        else begin
          rcmd        = 32'd0;
          next[FETCH] = 1'b1;
        end
      end
      state[IDLE] : begin
        if (ap_idle)  next[START] = 1'b1;
        else          next[IDLE]  = 1'b1;
      end
      state[ARG1] : begin
        rarg1_V = rcmd[15:0];
        next[FETCH] = 1'b1;
      end
      state[ARG2] : begin
        rarg2_V = rcmd[15:0];
        next[FETCH] = 1'b1;
      end
      state[ARG3] : begin
        rarg3_V = rcmd[15:0];
        next[FETCH] = 1'b1;
      end
    endcase
  end
endmodule
==> ./run.sh <==
#!/bin/bash
# OpenROAD 26Q1-2900-gdf79404cd8, Yosys 0.63+post, stock flow scripts
make -C /OpenROAD-flow-scripts/flow DESIGN_CONFIG=/design/flow/config.mk WORK_HOME=/design/flow/orfs finish
==> ./config.mk <==
export PLATFORM = sky130hd
export DESIGN_NAME = jit_token
export DESIGN_NICKNAME = jit_token
export VERILOG_FILES = /design/flow/design.v
export SDC_FILE = /design/flow/constraint.sdc
export NUM_CORES = 4
export LEC_CHECK = 1
export CORE_AREA = 10 10 70 70
export DIE_AREA = 0 0 80 80
==> ./constraint.sdc <==
current_design jit_token

set clk_period 2.4
set clk_io_pct 0.2

create_clock -name clk0 -period $clk_period [get_ports {ap_clk}]

set non_clock_inputs [all_inputs -no_clocks]
set_input_delay [expr $clk_period * $clk_io_pct] -clock clk0 $non_clock_inputs
set_output_delay [expr $clk_period * $clk_io_pct] -clock clk0 [all_outputs]
==> out/metrics.csv <==
stage,metric,value,unit
min_path,HP Class,register to register,
worst_setup_path,worst path required time,1920,ps
route,drt initial violations,7,
final_layout,area of the multi-input gates,548,um2
clock_tree,CTS tree,yes,
route,DR vias,719,
route,vias per std cell,3.63,
synth,post-synthesis sequential area ratio,13.6,%
synth,Mapped Cells,112,
die,fp util,25.9,%
synth,Dominant cell area share,41.5,%
synth,asr flop ratio synth,0,%
worst_setup_path,Crit. End Element,output pin,
worst_setup_path,"Largest delay share family, worst path",buffers and inverters,
worst_setup_path,CP Launch Point,ap_done,
final_layout,layout cells sized above 1,7.24,%
die,die footprint,6400,um2
final_layout,Reg area,120,um2
clock_tree,CTS max path bufs,2,
die,io pins,87,
pwr,Cell Pwr Density,260,nW/um2
grt,initial antenna violation count,0,
grt,first-pass GRT wire length,3660,um
placement,Final HPWL DP,2220,um
synth,top cells by count,"49 x buf_4, 7 x inv_1, 6 x dfxtp_1, 6 x nor4_1",
synth,Most common reg cell,dfxtp_1,
flow_run,Max Cap Violations,0,
worst_setup_path,Setup crit end,done,
worst_setup_path,CP most frequent cell,clkdlybuf4s50_1,
clock_tree,H-Tree Depth,1,
placement,placed instance area,1140,um2
placement,IO Port Bufs,37,
synth,flip-flops with a built-in enable,0,
outcome,outcome,finished clean,
synth,Avg Inst Size Synth,7.91,um2
grt,gr usage total,6.90,%
worst_setup_path,cell depth of the worst flop-to-flop path,4,
pwr,maximum vdd ir drop,87.9,uV
sta,Final Critical Period,1940,ps
sta,fmax,516,MHz
worst_setup_path,reg-to-reg startpoint,state[4],
worst_setup_path,R2R Setup Slk,1170,ps
sta,Total Negative Setup Slacks,0,ps
worst_setup_path,Critical R2R Capture,state[0],
final_layout,Fillers,370,
route,final WL,2320,um
clock_tree,CTS sink cnt,6,
worst_setup_path,CP startpoint kind,input pin,
final_layout,Largest register FFs,6,
sta,worst hold slack,537,ps
worst_setup_path,worst path arrival time,1460,ps
final_layout,"Non-Filler Cell Area, Final",1160,um2
route,number of diodes,0,
clock_tree,"Clk pin slew, worst setup/hold paths",40,ps
final_layout,Finished Core Util,34.0,%
sta,Tcrit/Tclk final,80.7,%
die,core area,3420,um2
final_layout,synthesis-to-finish area growth,30.9,%
flow_run,Log Warnings,29,
worst_setup_path,CP cell instances,clkdlybuf4s50_1 > clkdlybuf4s50_1,
die,row count,21,
synth,"count leader, synth",buf_4,
synth,"area leader, netlist",buf_4,
route,WL/cell,11.7,um
final_layout,Top Registers,state: 6 flops,
worst_setup_path,WP buf/inv,2,
sta,final hold violation count,0,
clock_tree,post-CTS setup buffers,0,
synth,Synth Warn #,129,
final_layout,"Most flops, register",state,
die,DIE WIDTH,80,um
clock_tree,post-CTS sizing,0,
placement,GPL Wtd Cong,0.826,
sta,Max Slew Vio Count,0,
sta,clock skew,0.984,ps
route,Residual DRC,0,
clock_tree,Clock Latency Late Sink,240,ps
pwr,Leak Pwr,0.000503,uW
grt,largest net degree at the start of global routing,7,
sta,RSZ-0062 raised after global routing,false,
synth,Mapped Area,886,um2
worst_setup_path,"Slowest-stage cell, CP",clkdlybuf4s50_1,
route,Antenna Nets Post-Route,0,
clock_tree,TritonCTS buffer count,3,
worst_setup_path,CP peak stage delay,500,ps
synth,Post-synth regs,6,
synth,synthesis area per yosys,886,um2
sta,Final setup violation count,0,
die,chip height,80,um
clock_tree,root buf cell,clkbuf_4,
synth,yosys cell count,112,
clock_tree,"Hold-fix buffers, CTS",0,
grt,vias in the first global route,861,
synth,main area contributors,"buf_4 42%, dfxtp_1 14%, ha_1 5.6%",
route,first drt pass iteration count,4,
worst_setup_path,critical path peak fanout,3,
grt,grt ovf,0,
pwr,Power Total,301,uW
worst_setup_path,Crit Path Class,input pin to output pin,
synth,distinct cell type count after synthesis,33,
worst_setup_path,Levels on crit path,2,
## worst min path at each step
stage     startpoint  endpoint  slack, ps  cells after the start
4_1_cts     state[5]  state[5]        540                      2
6_report    state[5]  state[5]        540                      2
5_1_grt     state[5]  state[5]        550                      2
## logic make-up (layout without fill, tap and decap cells)
kind of cell    count (synthesis)  in the layout  share of synthesized area [%]
compound gates                 14             14                           12.1
xor+xnor                        2              2                           1.98
fa+ha+maj                       4              4                           5.65
buf+inv                        56             49                           44.5
flops                           6              6                           13.6
mux                             1              1                           1.13
other cells                     1             48                          0.423
simple gates                   28             28                           20.6
## where the power goes
group / total (uW) / internal (uW) / switching (uW)
combinational: 107 / 69.8 / 37.2
clock: 90.5 / 56.4 / 34.1
sequential: 104 / 102 / 1.55
## cell type report
cell class | count | share of cell area (%)
Sequential cell | 6 | 10.4
Tap cell | 46 | 4.96
Clock buffer | 3 | 1.94
Timing Repair Buffer | 39 | 33.2
Inverter | 7 | 2.27
Multi-Input combinational cell | 97 | 47.2
## placed cells by master (no fill, tap or decap)
master           Yosys  routed
a31oi_1              1       1
a211oi_1             1       1
a21oi_1              1       1
ha_1                 4       4
o21bai_1             1       1
a221oi_2             1       1
or2_2                1       1
or3_4                1       1
nor4bb_1             1       1
nor3b_1              1       1
a21bo_2              1       1
xor2_1               1       1
nand4_1              2       2
o211ai_1             2       2
mux2i_1              1       1
o21ai_2              1       1
buf_4               49       2
clkdlybuf4s50_1      0      37
clkbuf_4             0       3
nor3_1               4       4
nor4b_1              1       1
a22oi_1              1       1
dfxtp_1              6       6
o21ai_0              2       2
nand2b_1             1       1
o21ai_1              1       1
nor4_1               6       6
inv_1                7       7
xnor2_1              1       1
o311a_1              1       1
nor2_1               4       4
nand2_1              4       4
nand3_1              1       1
conb_1               1      48
nand4bb_4            1       1
## routing by layer
metal	GRT usage, %	vias to the layer above	wire length, um	share of wire, %
li1	-	367	-	-
met1	7.51	294	938	40
met2	10.8	54	980	42
met3	5.34	4	379	16
met4	0.704	0	21	0.91
met5	0	-	0	0
## per-stage QoR
| stage | instances | setup slack, ps |
|---|---|---|
| final | 198 | 464 |
| after detailed placement | 195 | 209 |
| after CTS | 198 | 453 |
| after global placement | 195 | 197 |
| after global routing | 198 | 264 |
| after floorplan | 159 | 831 |
Power and IR drop assume default switching activity.
